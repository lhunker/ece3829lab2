==> design/flow/design.v <==
`timescale 1ns / 1ps
module seven_seg(
    input [15:0] in,
	 input clk,
    output [6:0] seg,
    output [3:0] anodes
    );
	 reg [1:0] mux = 0;	 
	 reg [14:0] count = 0;	 
	 always @ (posedge clk)
	 begin
		if (count == 9999)
			count <= 0;
		else
			count <= count + 1'b1;
	 end
	 wire count_en;
	 assign count_en = (count == 9999);	 
	 always @(posedge clk)
		if(count_en)
			mux <= mux + 1'b1;
	wire [3:0] display;
	assign anodes = (mux == 2'b00) ? 4'b1110 : 
		(mux == 2'b01) ? 4'b1101 :
		(mux == 2'b10) ? 4'b1011 :
		4'b0111;
	assign display = (mux == 2'b00) ? in[3:0] : 
		(mux == 2'b01) ? in[7:4] :
		(mux == 2'b10) ? in[11:8] :
		in[15:12];
	parameter zero = 7'b000001;
	parameter one = 7'b1001111;
	parameter two = 7'b0010010;
	parameter three = 7'b0000110;
	parameter four = 7'b1001100;
	parameter five = 7'b0100100;
	parameter six = 7'b0100000;
	parameter seven = 7'b0001111;
	parameter eight = 7'b0000000;
	parameter nine = 7'b0001100;
	parameter ten = 7'b0001000;
	parameter eleven =  7'b1100000;
	parameter twelve = 7'b0110001;
	parameter thirteen = 7'b1000010;
	parameter fourteen = 7'b0110000;
	parameter fifteen = 7'b0111000;
	assign seg = (display == 4'b0000) ?  zero :
		(display == 4'b0001) ? one : 
		(display == 4'b0010) ? two :
		(display == 4'b0011) ? three : 	
		(display == 4'b0100) ? four : 
		(display == 4'b0101) ? five : 
		(display == 4'b0110) ? six :
		(display == 4'b0111) ? seven :
		(display == 4'b1000) ?  eight:
		(display == 4'b1001) ? nine : 	
		(display == 4'b1010) ? ten :
		(display == 4'b1011) ? eleven :
		(display == 4'b1100) ? twelve :
		(display == 4'b1101) ? thirteen :
		(display == 4'b1110) ? fourteen :
		fifteen;
endmodule
==> design/flow/run.sh <==
#!/bin/bash
# OpenROAD 26Q1-2900-gdf79404cd8, Yosys 0.63+post, stock flow scripts
make -C /OpenROAD-flow-scripts/flow DESIGN_CONFIG=/design/flow/config.mk WORK_HOME=/design/flow/orfs finish
==> design/flow/config.mk <==
export PLATFORM = sky130hd
export DESIGN_NAME = seven_seg
export DESIGN_NICKNAME = seven_seg
export VERILOG_FILES = /design/flow/design.v
export SDC_FILE = /design/flow/constraint.sdc
export NUM_CORES = 4
export LEC_CHECK = 1
export CORE_AREA = 10 10 92 92
export DIE_AREA = 0 0 102 102
==> design/flow/constraint.sdc <==
current_design seven_seg

set clk_period 2.6
set clk_io_pct 0.2

create_clock -name clk0 -period $clk_period [get_ports {clk}]

set non_clock_inputs [all_inputs -no_clocks]
set_input_delay [expr $clk_period * $clk_io_pct] -clock clk0 $non_clock_inputs
set_output_delay [expr $clk_period * $clk_io_pct] -clock clk0 [all_outputs]
==> results.txt <==
outcome: complete, but fails checks
violations in the final reports: negative setup slack
Post-Synthesis Mean Instance Area: 9.30 um2
Final Setup Violations: 7
DR iter-0 viols: 23
initial antenna violation count: 0
number of buffers inserted during clock tree synthesis: 3
data required time at the worst endpoint: 2080 ps
post-synthesis chip area from yosys: 1170 um2
instance area after placement: 1610 um2
clock tree from TritonCTS: yes
area fraction in compound gates: 11.8%
number of DRC violations after detailed routing: 0
type of destination of the critical path: output pin
initial cell density of the core: 18.2%
hold buffers post-CTS: 0
synth-to-layout area growth: 75.1%
Final Util: 31.8%
Slew Limit Headroom: 65.1%
pin count of the biggest net entering global routing: 12
multiplexer share of the synthesized area: 7.04%
maximum buffer depth of the clock tree: 2
remaining global-route overflow: 0
clock transition time at the flip-flop clock pins of the worst setup and hold paths: 60 ps
dominant kind of combinational cell: simple AND/OR/NAND/NOR gates
actual slew at the worst max-slew pin: 522 ps
leakage power: 0.819 nW
via count: 1,133
clk sinks: 17
mapped cell area: 1170 um2
most used cells in the layout excluding fill and tap cells: buf_4 (26), clkdlybuf4s50_1 (20), dfxtp_1 (15)
Final Hold Viols: 0
peak ir drop on the vdd network: 0.488 mV
worst clock skew on the final layout: 1.31 ps
path class of the lowest-slack min-delay path: reg -> reg
I/O Pins: 28
total routed wirelength: 3130 um
final tally of max-slew violations: 0
critical path startpoint category: flip-flop
Setup TNS Final: -1040 ps
diode count: 0
RSZ-0062 raised after global routing: yes
count of antenna-violating nets left after detailed routing: 0
most used logic cell in the final layout: buf_4
Peak Freq: 354 MHz
crit share post-route: 109%
half-perimeter wire length of the detailed placement result: 2160 um
post-synthesis cell count from yosys: 126
Unique cell types: 42
number of warnings reported in the yosys synthesis log: 1
FF+latch count, synth: 17
Routed wire per std cell: 11.7 um
root buffer selected by CTS: clkbuf_8
instance count of the mapped netlist: 126
Seq. cell area: 360 um2
number of H-tree branching levels: 1
post-layout total power: 0.491 mW
layout cell share with drive strength beyond 1: 41.9%
yosys simple share: 26.1%
FILL cells: 623
Cell Count Post-Placement: 240
IO Port Bufs: 27
Die Wd: 102 um
crit path max fanout: 3
min cycle time layout: 2830 ps
number of warnings in the stage logs: 32
wire length of the first global-routing pass: 5350 um
total core area: 6460 um2
Critical Path AT: 2310 ps
DP Worst Slack: -558 ps
post-detailed-route via-to-cell ratio: 4.23
latest clock arrival within the worst-skew pair: 240 ps
Core Rows: 29
height of the die: 102 um
minimum setup slack in the final design: -227 ps
global-route total usage across every layer: 6.12%
fraction of synthesized cell area in xor and xnor cells: 8.96%
Max-cap violations: 0
post-route insts no fill: 268
P per Cell Area: 239 nW/um2
vias in the first global route: 1,177
overall chip area: 10,400 um2
routability congestion estimate from global placement: 0.800
total non-filler cell area in the finished layout: 2050 um2
sequential share of the synthesized area: 30.7%
fraction of the mapped netlist area in adder cells: 8.43%
Crit Path Class: reg -> out
Multi-input gate area: 935 um2
Worst Hold Slack: 439 ps
first drt pass iteration count: 4
==> critical path, cell delays in order (launching register included) <==
cell and delay [ps]:
edfxtp_1 450, ha_4 230, buf_12 130, mux2i_4 180
a221o_1 380, buf_6 140, maj3_2 290, o22ai_2 130
buf_2 120
==> power by group <==
group	total [mW]	internal [mW]	switching [mW]
logic	0.0385	0.0257	0.0129
registers	0.265	0.265	0
clock network	0.188	0.108	0.0794
==> logic make-up (layout without fill, tap and decap cells) <==
group	after synthesis	after routing
AOI/OAI and AO/OA	15	16
xor gates and xnor gates	12	12
adders and majority gates	8	8
buffers and inverters	14	78
DFF	17	17
muxes	8	8
and+or+nand+nor	52	52
==> final timing paths <==
path / endpoint / startpoint / cells past startpoint / slack, ps
max reg2reg: count[12] / count[0] / 5 / 930
max: seg[1] / mux[1] / 8 / -230
min: count[0] / count[0] / 1 / 440
min reg2reg: count[0] / count[0] / 1 / 440
==> cells in the mapped netlist (all sizes together) <==
library cell,instances,area [um2]
edfxtp,2,60.1
a221oi,1,15.0
inv,7,26.3
o22ai,2,12.5
o221ai,2,17.5
nor2,9,36.3
or4,1,7.51
nand4b,2,17.5
nor3b,4,35.0
a21oi,1,5.00
nor3,1,5.00
nor2b,4,25.0
ha,7,87.6
and3,8,50.1
a211o,1,8.76
nand2,6,22.5
nand3,5,25.0
nand3b,2,15.0
o211ai,2,15.0
and4,1,8.76
a22oi,1,7.51
maj3,1,11.3
and2,1,6.26
xnor2,8,70.1
mux2,2,22.5
dfxtp,15,300
nor4,1,6.26
a221o,1,10.0
nand2b,2,12.5
or2,1,6.26
nand4,3,18.8
xor2,4,35.0
nor4b,1,8.76
mux2i,6,60.1
buf,7,53.8
a211oi,3,40.0
o21a,1,7.51
==> state kept, by name, summed over array words and instances, names as in the netlist <==
signal / cells
count: 15
mux: 2
==> area by class of cell <==
class / count / share of cell area, %
clock buffer: 4 / 2.19
inverter: 7 / 1.28
multi-input combinational: 96 / 45.5
sequential: 17 / 17.6
tap: 77 / 4.69
timing repair buffer: 67 / 28.8
==> metal layers <==
metal / routed length [um] / share of wire (%) / global-route usage (%)
met5: 0 / 0 / 0
met4: 5 / 0.16 / 0.108
met3: 238 / 7.6 / 1.91
met2: 1400 / 45 / 10.2
met1: 1490 / 48 / 8.09
==> repair_timing <==
| action | 4_1_cts | 5_1_grt |
|---|---|---|
| pin swaps | 15 | 9 |
| setup endpoints to repair | 7 | 7 |
| gates cloned | 2 | 0 |
| buffers inserted | 22 | 0 |
| resized | 60 | 9 |
Power and IR drop assume default switching activity.
