`flow/config.mk`:
```
export PLATFORM = sky130hd
export DESIGN_NAME = dac_driver
export DESIGN_NICKNAME = dac_driver
export VERILOG_FILES = /design/flow/design.v
export SDC_FILE = /design/flow/constraint.sdc
export NUM_CORES = 4
export LEC_CHECK = 1
export CORE_AREA = 10 10 86 86
export DIE_AREA = 0 0 96 96
```
`flow/constraint.sdc`:
```
current_design dac_driver

set clk_period 2.0
set clk_io_pct 0.2

create_clock -name clk0 -period $clk_period [get_ports {clk}]

set non_clock_inputs [all_inputs -no_clocks]
set_input_delay [expr $clk_period * $clk_io_pct] -clock clk0 $non_clock_inputs
set_output_delay [expr $clk_period * $clk_io_pct] -clock clk0 [all_outputs]
```
`flow/design.v`:
```
`timescale 1ns / 1ps
module dac_driver(
	input clk,
	input [7:0] dac_data,
	input [7:0] dac_control,
	input dac_begin,
	output dac_sout,
	output dac_sync
	);
		reg dac_sync = 1;
		reg running = 0;
		assign dac_sout = shift[15];
		reg [3:0] counter = 4'b0000;
		reg [15:0] shift;
		always @ (negedge clk)
			if(dac_sync & dac_begin)	 
				begin
				shift <= {dac_control, dac_data};
				dac_sync <= 1'b0;
				counter <= 4'b0000;
				running <= 1'b1;
				end
			else if(counter != 4'b1111 & running)	 
				begin
				counter <= counter + 1'b1;
				shift <= {shift[14:0], 1'b0};
				end
			else							 
				begin
				dac_sync <= 1'b1;
				running <= 1'b0;
				end
endmodule
```
`flow/run.sh`:
```
#!/bin/bash
# OpenROAD 26Q1-2900-gdf79404cd8, Yosys 0.63+post, stock flow scripts
make -C /OpenROAD-flow-scripts/flow DESIGN_CONFIG=/design/flow/config.mk WORK_HOME=/design/flow/orfs finish
```
==> job_summary.md <==
### Flow metrics

| Metric | Value |
|---|---|
| Run status | `finished with violations` |
| Violations in the final reports | `negative setup slack` |
| Chip area in the Yosys report | `981 um2` |
| Fp_density | `0.177` |
| Total count of max-transition violations in the final report | `0` |
| Number of port buffers | `19` |
| Die area | `9220 um2` |
| Kind of capture point of the worst setup path | `output port` |
| Total I/O pin count | `20` |
| Core footprint | `5540 um2` |
| Cell family with the largest share of critical-path delay | `flip-flops` |
| Proportion of power drawn by flip-flops and latches | `0.449` |
| Top post-synthesis cells by area | `edfxtp_1, mux2_4, dfxtp_1, buf_6, nand2_1` |
| Top cells by count, synth | `edfxtp_1, mux2_4, dfxtp_1, nand2_1` |
| Min-delay src | `counter[1]` |
| Switching Fraction | `0.311` |
| Arrival time of data at the critical path endpoint | `1.78 ns` |
| Category of the critical setup timing path | `flop to output port` |
| Mux area share | `0.246` |
| Worst min-delay path endpoint | `counter[1]` |
| Clock latency reported for the late side of the worst-skew pair | `0.33 ns` |
| Clock root buffer master | `clkbuf_8` |
| Clock power frac | `0.223` |
| # clock sinks | `22` |
| Largest family of logic cells by area | `multiplexers` |
| Synthesized instance count | `61` |
| GRT Max-Usage Layer | `met2` |
| First-pass GRT wire length | `3.48 mm` |
| Clock buffers created by TritonCTS | `3` |
| Vias per inst | `3.62` |
| Synth Area in Adders | `0.0128` |
| Worst reg2reg path endpoint | `shift[4]` |
| Share of total power in combinational logic | `0.328` |
| Total gr overflow | `0` |
| Number of distinct library cell variants in the gate-level netlist after synthesis | `19` |
| Antenna violations before repair | `0` |
| Count of state elements after synthesis | `22` |
| Met3 layer usage reported by global route | `0.0259` |
| Met2 Usage GRT | `0.0656` |
| Count of flip-flops with a built-in enable after synthesis | `16` |
| Met1 usage in global routing | `0.0623` |
| Number of antenna diodes | `0` |
| Share of synthesized registers carrying an async set or reset | `0` |
| Deepest level of the CTS H-tree | `1` |
| Net switching power | `630 uW` |
| Hold WC Path Type | `flop to flop` |
| Compound-gate portion of the synthesized area | `0.0306` |
| Die Span X | `96 um` |
| Standard cell with the maximum stage delay on the critical path | `edfxtp_1` |
| Measured slew at the worst slew-check pin | `0.280 ns` |
| Number of endpoints with negative hold slack in the final report | `0` |
| Area growth, synth to finish | `45.3%` |
| Path length in cells of the critical path | `1` |
| Area share of xor/xnor cells in the synthesized design | `0` |
| OpenROAD warning count | `50` |
| Die height | `96 um` |
| Pre-Repair DR Iteration Count | `4` |
| Top-count cell post-synth | `edfxtp_1` |
| Cell leakage power | `0.718 nW` |
| Final clock skew | `0.0108 ns` |
| Peak supply drop | `521 uV` |
| Maxcap violations | `0` |
| Number of standard-cell rows in the floorplan | `27` |
| Total routing usage reported by global routing | `0.0481` |
| Basic Gates by Area | `0.0676` |
| Largest net degree at the start of global routing | `17` |
| Wire length reported by the detailed router | `2.08 mm` |
| Post-synthesis cell type with the largest combined area | `edfxtp_1` |
| Final TNS setup | `-0.343 ns` |
| Via count of the first global-routing pass | `752` |
| Delay of the slowest critical-path stage | `0.34 ns` |
| Post-detailed-placement cell area | `1270 um2` |
| Final weighted congestion in routability-driven placement | `0.728` |
| Dominant synthesized flop cell | `edfxtp_1` |
| CP Data Required Time | `1.60 ns` |
| Synthesized area divided by synthesized cell count | `16.1 um2` |
| Ys cells | `61` |
| Vias post-DR | `651` |
| Cells on Worst Hold Path | `2` |
| Pint | `1.39 mW` |
| HPWL after detailed placement | `1.33 mm` |
| Initial DRC Count | `104` |
| Number of warnings issued by yosys | `1` |
| Startpoint type of the worst setup path | `flop` |
| Post-Layout Inst Area | `1430 um2` |
| Final routed wire length divided by cell count | `11.5 um` |
| Final tally of setup violations | `2` |
| R2R Path Start | `counter[0]` |
| Number of nets with antenna violations after routing | `0` |
| Worst Slack Setup Final | `-0.183 ns` |
| R2R setup slack | `0.56 ns` |
| R2R cell count | `4` |
| Remaining max-slew budget at the tightest pin | `0.813` |
| RSZ-0062 raised after global routing | `yes` |
| Share of layout cells above drive strength 1 | `0.287` |
| TritonCTS clock tree | `yes` |
| Seq/Total Area, Yosys | `0.612` |
| Clock tree buffer depth | `2` |
| Total power divided by cell area | `1420 nW/um2` |
| Max FO, Critical Path | `1` |
| Clock input transition at the sequential cells of the worst setup and hold paths | `0.03 ns` |
| Residual DRC count | `0` |
| Yosys top cell area share | `0.490` |
| Crit path buffers/inverters | `1` |
| Mapped Area | `981 um2` |
| Crit path cell chain | `buf_2` |
worst reg2reg max path, stage by stage (launching register included):
cell     delay [ns]
dfxtp_1        0.32
ha_1           0.25
nand3_1        0.10
nand2_1        0.18
nand2_4        0.27
final cells by class:
| cell class | count | area [um2] |
|---|---|---|
| sequential | 22 | 604 |
| fill | 567 | 4120 |
| clock buffer | 3 | 41.3 |
| clock inverter | 23 | 88.8 |
| inverter | 1 | 3.75 |
| timing repair buffer | 22 | 203 |
| multi-input combinational | 37 | 394 |
| tap | 72 | 90.1 |
repair_timing:
action / 4_1_cts / 5_1_grt
pin swaps: 1 / 0
endpoints found under the setup margin: 40 / 6
gates cloned: 2 / 0
hold buffers: 0 / 0
gates resized: 20 / 4
setup buffers: 1 / 0
metal layers:
metal / share of wire / up-vias
met4: 0.020 / 0
met3: 0.089 / 2
met2: 0.44 / 23
met1: 0.45 / 296
li1: - / 330
met5: 0 / -
layout by cell type, fill, tap and decap left out, drive strengths merged:
| cell | instances |
|---|---|
| dlygate4sd2 | 6 |
| clkdlybuf4s50 | 6 |
| inv | 24 |
| dfxtp | 6 |
| mux2i | 2 |
| nor3 | 1 |
| or2b | 1 |
| nand3 | 1 |
| edfxtp | 16 |
| buf | 6 |
| nand2 | 9 |
| o21a | 1 |
| dlymetal6s2s | 4 |
| a21oi | 1 |
| and3 | 2 |
| ha | 1 |
| nand4 | 1 |
| mux2 | 15 |
| a221oi | 2 |
| clkbuf | 3 |
flip-flops by register name (all words and copies together) (netlist names):
| register | flops |
|---|---|
| shift | 16 |
| counter | 4 |
| dac_sync | 1 |
| running | 1 |
kinds of logic (layout without fill, tap and decap cells):
| kind of cell | count (synthesis) | count (layout) |
|---|---|---|
| buffers and inverters | 4 | 49 |
| AOI/OAI and AO/OA | 4 | 4 |
| muxes | 17 | 17 |
| and+or+nand+nor | 13 | 15 |
| adders and majority gates | 1 | 1 |
| DFF | 22 | 22 |
how the worst max path moves through the flow:
stage                     start  endpoint  slack [ns]
after CTS             shift[15]  dac_sout       -0.20
after global routing  shift[15]  dac_sout       -0.22
final                 shift[15]  dac_sout       -0.18
power groups by stage:
stage                 Sequential, mW  Clock, mW  Combinational [mW]
final                          0.909      0.451               0.664
after global routing           0.945      0.533               0.731
after CTS                      0.911      0.474               0.670
per-stage QoR:
stage | utilization | worst slack [ns] | total power, mW | hold WS (ns) | instances
after floorplan | - | -0.143 | 1.47 | 0.455 | 61
after global placement | 0.230 | -0.749 | 1.60 | 0.473 | 152
after detailed placement | 0.230 | -0.769 | 1.62 | 0.485 | 152
after CTS | 0.255 | -0.201 | 2.05 | 0.490 | 180
after global routing | 0.257 | -0.223 | 2.21 | 0.536 | 180
final | 0.257 | -0.183 | 2.02 | 0.487 | 180
Power and IR drop assume default switching activity.
