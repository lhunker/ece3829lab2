$ cat design.v
`timescale 1ns / 1ps
module dec_counter(
    input clk,
    input reset,
    output reg [7:0] out
    );
	reg [20:0] count;
	always @ (posedge clk)	 
	begin
		if(count == 999999)
			count <= 0;
		else
			count <= count + 1;
	end
	wire clk_en;
	assign clk_en = (count == 0);
	always @(posedge clk, posedge reset)
	begin
		if(reset)	 
			out <= 0;
		else if(clk_en)
			if(out[3:0] == 9)	 
			begin
				if(out[7:4] == 9)	 
					out <= 0;
				else
				begin
					out[7:4] <= out[7:4] + 1;	 
					out[3:0] <= 0;
				end
			end
			else
				out[3:0] <= out[3:0] + 1;	 
	end
endmodule
$ cat config.mk
export PLATFORM = sky130hd
export DESIGN_NAME = dec_counter
export DESIGN_NICKNAME = dec_counter
export VERILOG_FILES = /design/flow/design.v
export SDC_FILE = /design/flow/constraint.sdc
export NUM_CORES = 4
export LEC_CHECK = 1
export CORE_UTILIZATION = 30
$ cat constraint.sdc
current_design dec_counter

set clk_period 4.8
set clk_io_pct 0.2

create_clock -name clk0 -period $clk_period [get_ports {clk}]

set non_clock_inputs [all_inputs -no_clocks]
set_input_delay [expr $clk_period * $clk_io_pct] -clock clk0 $non_clock_inputs
set_output_delay [expr $clk_period * $clk_io_pct] -clock clk0 [all_outputs]
$ cat run.sh
#!/bin/bash
# OpenROAD 26Q1-2900-gdf79404cd8, Yosys 0.63+post, stock flow scripts
make -C /OpenROAD-flow-scripts/flow DESIGN_CONFIG=/design/flow/config.mk WORK_HOME=/design/flow/orfs finish
==> impl_metrics.ini <==
; physical design summary
[sta]
setup_viol = 0
rsz0062_at_grt = no
timing.hold.ws_ns = 0.460
finalMaxSlewViolations = 0
timing.final.crit_share = 0.469
finalHoldViolCount = 0
max_slew_margin = 0.663
tightest_slew_ns = 0.501
fmax_ghz = 0.444
skew_ns = 0.00781
fin_tns_setup_ns = 0
min_period_ns = 2.25

[yosys]
simple_gate_share = 0.309
ys_cells = 134
yosys-top-cells-area = dfxtp_1 (31%), dfrtp_1 (15%), xor2_1 (7.2%)
top_area_cell = dfxtp_1
syn_area_um2 = 1350
synthCells = 134
ys.flop_type = dfxtp_1
yosys.stat.seqShare = 0.461
top_logic_kind = simple AND/OR/NAND/NOR gates
edf_count = 0
mux_share = 0.0195
synth.distinct_cells = 35
ys_area_um2 = 1350
yosysWarnings = 1
yosys.area_share.aoi = 0.0251
avgSynthCellArea_um2 = 10.0
async_flop_share = 0.276
ys_sh_adder = 0.0186
synth_top_area_share = 0.312
ys_sh_xor = 0.148
ys_ff = 29

[critical_path]
critPathLaunchType = flip-flop
crit_path_end_kind = primary output
crit_family = buffers and inverters
worstPathMaxFanout = 9
cp.arrival_ns = 1.29
cp_data_required_time_ns = 3.84
critPathKind = reg2out
crit_path_cell_trace = clkdlybuf4s50_1
cpMaxStageDelayCell = clkdlybuf4s50_1
path_buffers = 1
critPathMaxStageDelay_ns = 0.51

[clocking]
root_buffer = clkbuf_8
numCtsBuffers = 5
post_cts_buffers = 0
post_cts_resized = 0
cts.path.max_buffers = 2
cts_tree = built
holdBufCountCts = 0
cts.sinks = 29
clock.latency.late_pin_ns = 0.28
htreeDepth = 2
path_clk_slew_ns = 0.06

[cells_and_area]
layout_top_cells = dfxtp_1 (21), nor2_1 (16), xor2_1 (11), nand2_1 (10)
area_delta_synth_final_pct = 17.5
final_common_cell = dfxtp_1
drive_above_1_share = 0.127
final_area_um2 = 1580

[drt]
wl_um = 2140
antenna_cells_inserted = 0
dr.pass1.iters = 4
num_vias = 983
ant_nets = 0
wl_met3_um = 116
highest_layer = met4
drc = 0
wl_per_cell_um = 10.7
drt_iter0_markers = 42
vias_per_cell = 4.92
met2_length_um = 917
drt-met1-wl_um = 1070

[global_routing]
overflow = 0
grt_pass1_wl_um = 3600
antenna_found_initial = 0
grt_pass1_vias = 830
grt_usage = 0.103
grt_max_degree = 12

[placement]
place_area_um2 = 1490
gp_congestion = 0.811
dp_hpwl_um = 1540
port-buffer-count = 9

[die]
ios = 10
dieArea_um2 = 4760
dieHeight_um = 69.0
rows = 23
core_um2 = 4140
die_width_um = 69.0
initCoreUtil = 0.325

[flow_run]
maxCapViolCount = 0
warning_count = 26

[pwr]
p_per_area_nw_per_um2 = 280
ir_worst_vdd_mv = 0.176
leakagePower_nw = 0.687

[worst_hold_path]
hold_path.class = reg2reg

[outcome]
status = finished clean
==> flip-flops by register name, indices dropped and copies added (netlist names) <==
| name | flops |
|---|---|
| out | 8 |
| count | 21 |
==> final cells by class <==
cell class / count / area, µm²
Fill cell: 418 / 2560
Multi-Input combinational cell: 99 / 699
Sequential cell: 29 / 621
Clock buffer: 8 / 90.1
Timing Repair Buffer: 9 / 90.1
Tap cell: 50 / 62.6
Inverter: 5 / 18.8
==> power breakdown <==
part	switching, W	leakage [nW]	internal, W
registers	0	0.282	0.000242
clock network	0.0000821	0.0455	0.000116
logic	0.00000131	0.360	0.000000760
total	0.0000834	0.687	0.000359
==> worst reg2reg max path: stages (launching register included) <==
cell     delay (ns)
dfxtp_1        0.34
inv_1          0.07
ha_1           0.15
or3b_2         0.47
nor4_4         0.24
and3_4         0.30
mux2_4         0.30
==> worst paths after layout <==
path	from	slack [ns]	depth (start not counted)	to
max	out[1]	2.55	1	out[1]
min	count[20]	0.46	1	count[20]
max reg2reg	count[0]	2.83	6	out[1]
min reg2reg	count[20]	0.46	1	count[20]
max in group asynchronous	reset	3.65	2	out[5]
min in group asynchronous	reset	0.92	2	out[0]
==> per-layer routing <==
metal,track usage,vias up
li1,-,498
met3,0.0433,4
met4,0.0153,0
met5,0,-
met1,0.148,461
met2,0.149,20
==> Yosys cell counts (2+ instances only) <==
cell type	instances
dfxtp_1	21
nor2_1	16
xor2_1	11
nand2_1	10
nand3_1	9
dfrtp_1	8
nand4_1	8
xnor2_1	8
inv_1	5
nor3_1	4
o21ai_0	3
or4_4	3
and4_1	2
ha_1	2
nand3b_1	2
nor2b_1	2
xnor2_2	2
==> cells by family (layout without fill, tap and decap cells) <==
family	count (synthesis)	in the layout
buf+inv	6	22
fa+ha+maj	2	2
compound gates	6	6
flops	29	29
simple gates	68	68
xor+xnor	21	21
mux	2	2
==> through the flow <==
step	power (W)	util	std cells	setup slack (ns)
floorplan	0.000248	-	134	2.91
global placement	0.000249	0.360	192	2.85
detailed placement	0.000249	0.360	192	2.81
CTS	0.000450	0.382	200	2.54
global route	0.000463	0.382	200	2.47
finish	0.000442	0.382	200	2.55
No activity file was given, so power comes from the tool's default toggle rates.
